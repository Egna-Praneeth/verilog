**design/flow/design.v**
```verilog
module decoder(out, sel);
	input [0:2] sel;
	output [0:7] out;
	wire [0:2] nsel;
	not n1(nsel[0], sel[0]);
	not n2(nsel[1], sel[1]);
	not n3(nsel[2], sel[2]);
	and a1(out[0], nsel[0], nsel[1], nsel[2]);
	and a2(out[1], nsel[0], nsel[1], sel[2]);
	and a2(out[2], nsel[0], sel[1], nsel[2]);
	and a2(out[3], nsel[0], sel[1], sel[2]);
	and a2(out[4], sel[0], nsel[1], nsel[2]);
	and a2(out[5], sel[0], nsel[1], sel[2]);
	and a2(out[6], sel[0], sel[1], nsel[2]);
	and a2(out[7], sel[0], sel[1], sel[2]);
endmodule
module fadder_gate(sum, carry, in);
	input [0:2] in ;
	output sum, carry;
	wire [0:7] out;
	decoder d1(out, in);
	or o1(sum, out[1], out[2], out[4], out[7]);
	or o2(carry, out[3], out[5], out[6], out[7]);
endmodule
module fadder(sum, carry, a, b, c);
	input a, b, c;
	output sum,carry;
	wire [0:7] out;
	wire [0:2] in;
	assign in[0] = a;
	assign in[1] = b;
	assign in[2] = c;
	decoder d1(out, in);
	assign sum = out[1]|out[2]|out[4]|out[7];
	assign carry = out[3]|out[5]|out[6]|out[7];
endmodule
module fadder_8(sum, carry, in1, in2, cin);
	output [0:7] sum;
	output carry;
	 wire [0:6] car; 
	input [0:7] in1;
	input [0:7] in2;
	input cin;
	fadder f0(sum[7], car[0], in1[7], in2[7], cin);
	fadder f1(sum[6], car[1], in1[6], in2[6], car[0]);
	fadder f2(sum[5], car[2], in1[5], in2[5], car[1]);
	fadder f3(sum[4], car[3], in1[4], in2[4], car[2]);
	fadder f4(sum[3], car[4], in1[3], in2[3], car[3]);
	fadder f5(sum[2], car[5], in1[2], in2[2], car[4]);
	fadder f6(sum[1], car[6], in1[1], in2[1], car[5]);
	fadder f7(sum[0], carry, in1[0], in2[0], car[6]);
endmodule
module fadder_32 (S, carry , in1, in2, cin);
	output [0:31] S;
	output carry;
	input [0:31] in1;
	input [0:31] in2;
	wire [0:2] car;
	input cin;
	fadder_8 f1(S[24:31], car[0], in1[24:31], in2[24:31], cin);
	fadder_8 f2(S[16:23], car[1], in1[16:23], in2[16:23], car[0]);
	fadder_8 f3(S[8:15], car[2], in1[8:15], in2[8:15], car[1]);
	fadder_8 f4(S[0:7], carry, in1[0:7], in2[0:7], car[2]);
endmodule
```
**design/flow/run.sh**
```bash
#!/bin/bash
# OpenROAD 26Q1-2900-gdf79404cd8, Yosys 0.63+post, stock flow scripts
make -C /OpenROAD-flow-scripts/flow DESIGN_CONFIG=/design/flow/config.mk WORK_HOME=/design/flow/orfs finish
```
**design/flow/config.mk**
```make
export PLATFORM = sky130hd
export DESIGN_NAME = fadder_32
export DESIGN_NICKNAME = fadder_32
export VERILOG_FILES = /design/flow/design.v
export SDC_FILE = /design/flow/constraint.sdc
export NUM_CORES = 4
export LEC_CHECK = 1
export CORE_AREA = 10 10 114 114
export DIE_AREA = 0 0 124 124
```
**design/flow/constraint.sdc**
```tcl
current_design fadder_32

set clk_period 10.8
set clk_io_pct 0.2

create_clock -name clk0 -period $clk_period

set non_clock_inputs [all_inputs -no_clocks]
set_input_delay [expr $clk_period * $clk_io_pct] -clock clk0 $non_clock_inputs
set_output_delay [expr $clk_period * $clk_io_pct] -clock clk0 [all_outputs]
```
==> results.yml <==
# synthesis and place-and-route metrics
status:
  status: "finished, violations left"
  violations: "negative setup slack"
worst_setup_path:
  path_class: "in2out"
  startpoint_type: "primary input"
  crit_top_cell: "fa_2"
  cp_data_required_time_ns: 8.64
  max_stage_delay_ns: 0.52
  cp.arrival_ns: 13.77
  cp_slowest_cell: "fa_2"
  cp_max_fo: 1
  crit_path_end_kind: "primary output"
synthesis:
  synth.distinct_cells: 2
  compound_area_share_pct: 0
  ys_top_logic_family: "adder cells"
  synth_chip_area_sq_um: 881
  postSynthCellCount: 64
  yosys_warnings: 0
  synth_area_sq_um: 881
  yosys-top-cells-area: "fa_1, buf_4"
  fa_ha_area_share_pct: 72.7
  syn_area_per_cell_sq_um: 13.8
  simple_gate_share_pct: 0
  xor_share_pct: 0
  ys_sh_mux_pct: 0
  synth_top_area_share_pct: 72.7
  ys_seq_share_pct: 0
  yosysCellCount: 64
  yosysTopAreaCell: "fa_1"
final_layout:
  syn_to_final_growth_pct: 104
  seqCellArea_sq_um: 0
  final_common_cell: "clkdlybuf4s50_1"
  nClkBuffers: 0
  n_fill_cell: 1155
  flops: 0
  layout_top_cells: "clkdlybuf4s50_1, fa_2, buf_2, buf_6, dlymetal6s2s_1"
  final_area_sq_um: 1800
  drive_above_1_share_pct: 40.0
hold_path:
  min_path_type: "in2out"
  min-delay-start: "in1[31]"
  hold_end: "S[31]"
  holdPathStages: 3
grt:
  grt.overflow.total: 0
  grt_pass1_vias: 961
  grt_pass1_wl_um: 5220
  track_usage_pct: 4.42
  grt_max_degree: 2
  antenna_found_initial: 0
route:
  n_antenna_cell: 0
  wirelength_um: 3610
  drtAntennaViolNets: 0
  drtPass1Iterations: 2
  post_drt_wl_per_cell_um: 13.6
  initialDrtViolationCount: 2
  vias: 731
  drc: 0
  viasPerCell: 2.75
place:
  place.gp.congestion: 0.842
  port_buffers: 98
  place_area_sq_um: 1870
  dp_hpwl_um: 3550
  post-place-ws_ns: -5.86
power_and_ir_drop:
  intPower_uw: 66.5
  powerDensity_nw_per_um2: 52.8
  p_seq_share_pct: 0
  p_sw_uw: 28.4
  vdd_drop_max_uv: 17.2
  netSwitchingFraction_pct: 30.0
  p_comb_share_pct: 100.0
  leakage_uw: 0.000609
  clockPowerShare_pct: 0
floorplanning:
  die_x_um: 124
  fp.dieH_um: 124
  chip_area_sq_um: 15400
  core-area_sq_um: 10400
  num_io_pins: 98
  rows: 37
  fp_util_pct: 8.46
flow_run:
  warnings: 35
  cap_violations: 0
timing:
  maxSlewViolCount: 0
  timing.fmax_ghz: 0.0628
  finalHoldViolations: 0
  worstMarginPinSlew_ns: 0.129
  min_period_ns: 15.93
  setup_viol: 16
  period_used_pct: 147
  rsz0062_at_grt: "true"
  slew_headroom_pct: 91.4
  layout_setup_ws_ns: -5.13
clock_tree:
  postCtsSetupBuffers: 0
## metrics by stage
stage | cells | hold slack, ns | utilization [%] | setup TNS [ns] | total power, uW
2_1_floorplan | 64 | 4.43 | - | -39.31 | 49.6
3_3_place_gp | 266 | 5.44 | 17.9 | -58.49 | 109
3_5_place_dp | 266 | 5.44 | 17.9 | -58.77 | 109
4_1_cts | 266 | 5.05 | 17.1 | -45.96 | 97.5
5_1_grt | 266 | 5.06 | 17.3 | -48.85 | 109
6_report | 266 | 5.04 | 17.3 | -45.33 | 94.9
## what timing repair did
action / CTS / global route
gates resized: 70 / 3
hold buffers: 0 / 0
endpoints found under the setup margin: 18 / 18
## worst max-delay path by stage
stage | startpoint | end | slack (ns) | depth (start not counted)
CTS | in1[31] | S[0] | -5.17 | 34
global route | in1[31] | S[0] | -5.39 | 34
finish | in1[31] | S[0] | -5.13 | 34
## synthesized netlist by cell type
master and number:
fa_1 32, buf_4 32
## critical path, delay by kind of cell
| kind | cells | cell delay, ns |
|---|---|---|
| buffers and inverters | 2 | 0.18 |
| adder cells (fa/ha/maj) | 32 | 11.40 |
## logic make-up after synthesis
logic type	after synthesis
buf+inv	32
fa+ha+maj	32
## layout make-up
cell class / count / area, sq um / share of cell area (%)
Tap cell: 136 / 170 / 9.46
Multi-Input combinational cell: 32 / 721 / 40.1
Timing Repair Buffer: 98 / 908 / 50.5
## routing by layer
| metal | part of all wire (%) | GRT usage, % | wire length [um] | up-vias |
|---|---|---|---|---|
| li1 | - | - | - | 292 |
| met4 | 0 | 0 | 0 | 0 |
| met3 | 32 | 4.68 | 1160 | 0 |
| met1 | 32 | 4.45 | 1160 | 336 |
| met5 | 0 | 0 | 0 | - |
| met2 | 36 | 6.69 | 1280 | 103 |
## power by group through the flow
| stage | clock network (uW) | logic, uW | registers [uW] |
|---|---|---|---|
| after CTS | 0 | 97.5 | 0 |
| after global routing | 0 | 109 | 0 |
| final | 0 | 94.9 | 0 |
No activity file was given, so power comes from the tool's default toggle rates.
