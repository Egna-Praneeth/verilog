## design/flow/run.sh

```bash
#!/bin/bash
# OpenROAD 26Q1-2900-gdf79404cd8, Yosys 0.63+post, stock flow scripts
make -C /OpenROAD-flow-scripts/flow DESIGN_CONFIG=/design/flow/config.mk WORK_HOME=/design/flow/orfs finish
```

## design/flow/config.mk

```make
export PLATFORM = sky130hd
export DESIGN_NAME = RegFile_32
export DESIGN_NICKNAME = RegFile_32
export VERILOG_FILES = /design/flow/design.v
export SDC_FILE = /design/flow/constraint.sdc
export NUM_CORES = 4
export LEC_CHECK = 1
export CORE_UTILIZATION = 50
```

## design/flow/constraint.sdc

```tcl
current_design RegFile_32

set clk_period 7.7
set clk_io_pct 0.2

create_clock -name clk0 -period $clk_period

set non_clock_inputs [all_inputs -no_clocks]
set_input_delay [expr $clk_period * $clk_io_pct] -clock clk0 $non_clock_inputs
set_output_delay [expr $clk_period * $clk_io_pct] -clock clk0 [all_outputs]
```

## design/flow/design.v

```verilog
module d_ff (q, d, clk, reset);
	input clk, reset, d;
	output  q;
	reg  q;
	always@(posedge clk)
	begin
		if(!reset) q <= 1'b0;
		else q <= d;
	end
endmodule
module reg_32bit(q, d, clk, reset);
	input [31:0] d;
	input clk, reset;
	output [31:0] q;
	reg [31:0] q;
	always@ (posedge clk)
	begin
		if(!reset) q <= 32'h0000_0000;
		else q <= d;
	end
endmodule
module mux4_1 (regData, q1, q2, q3, q4, reg_no);
	output [31:0] regData;
	input [31:0] q1, q2, q3, q4;
	input [1:0] reg_no;
	reg [31:0] regData;
	always@(q1 or q2 or q3 or q4 or reg_no)
	begin
	case(reg_no)
		2'b00: regData = q1;
		2'b01: regData = q2;
		2'b10: regData = q3;
		2'b11: regData = q4;
	endcase
	end
endmodule
module mux32_5 (regData, all_reg, reg_no);
	output [31:0] regData;
	input [31:0] [31:0] all_reg;
	input [4:0] reg_no;
	reg [31:0] regData;
	always@(reg_no or all_reg)
	regData = all_reg[reg_no];
endmodule
module decoder2_4 (register, reg_no);
input [1:0] reg_no;
output [3:0] register;
reg [3:0] register;
always@(reg_no)
	begin
	register = 4'b0000;
	register[reg_no] = 1;
	end
endmodule
module decoder5_32 (register, reg_no);
input [4:0] reg_no;
output [31:0] register;
reg [31:0] register;
always@(reg_no)
	begin
	register = 32'h0000_0000;
	register[reg_no] = 1;
	end
endmodule
module tb_decoder;
reg [1:0] reg_no;
wire [3:0] register; 
decoder2_4 d(register, reg_no);
initial
$monitor("reg_no = %b, register=%b", reg_no, register);
initial
begin
reg_no = 2'b00;
#10 reg_no = 2'b01;
#20 reg_no = 2'b10;
#10 reg_no = 2'b11;
end
endmodule
module ICG(regclk, regwrite, decoderout, gatedclk);
	input regclk, regwrite;
	input decoderout;
	output gatedclk;
	and (gatedclk, regwrite, regclk, decoderout);
endmodule
module RegFile(clk, reset, ReadReg1, ReadReg2, WriteData, WriteReg, RegWrite, ReadData1, ReadData2);
	input clk, reset, RegWrite;
	input [1:0] ReadReg1, ReadReg2, WriteReg;
	input [31:0] WriteData;
	output [31:0] ReadData1, ReadData2;
	wire [31:0] ReadData1, ReadData2;
	wire [3:0] register;
	wire [3:0] gatedclk;
	wire [31:0] r1, r2, r3, r4;
	decoder2_4 d1 (register, WriteReg);
	ICG i1 (clk, RegWrite, register[0], gatedclk[0]);
	ICG i2 (clk, RegWrite, register[1], gatedclk[1]);
	ICG i3 (clk, RegWrite, register[2], gatedclk[2]);
	ICG i4 (clk, RegWrite, register[3], gatedclk[3]);
	reg_32bit r11 (r1, WriteData, gatedclk[0], reset);
	reg_32bit r22 (r2, WriteData, gatedclk[1], reset);
	reg_32bit r33 (r3, WriteData, gatedclk[2], reset);
	reg_32bit r44 (r4, WriteData, gatedclk[3], reset);
	mux4_1 m1(ReadData1, r1, r2, r3, r4, ReadReg1);
	mux4_1 m2(ReadData2, r1, r2, r3, r4, ReadReg2);
endmodule
module RegFile_32(clk, reset, ReadReg1, ReadReg2, WriteData, WriteReg, RegWrite, ReadData1, ReadData2);
	input clk, reset, RegWrite;
	input [4:0] ReadReg1, ReadReg2, WriteReg;
	input [31:0] WriteData;
	output [31:0] ReadData1, ReadData2;
	wire [31:0] ReadData1, ReadData2;
	wire [31:0] register;
	wire [31:0] gatedclk;
	wire [31:0] [31:0] all_reg;
	genvar i;
	decoder5_32 d1 (register, WriteReg);
	for(i = 0 ; i <= 31; i = i + 1)begin: icgloop
	ICG i1 (clk, RegWrite, register[i], gatedclk[i]);
	end
	for (i = 0 ; i <= 31; i = i + 1)begin: regloop
	reg_32bit r1(all_reg[i], WriteData, gatedclk[i], reset);
	end
	mux32_5 m1(ReadData1, all_reg, ReadReg1);
	mux32_5 m2(ReadData2, all_reg, ReadReg2);
endmodule
```

==> run summary <==
Fraction of power spent switching nets -> 57.2%
Worst Setup Start Kind -> input port
Count of endpoints without a timing constraint -> 1,024
Arrival @ worst endpoint -> 4670 ps
Avg WL per Cell -> 28.9 µm
Share of final-layout standard cells stronger than drive strength 1 -> 4.35%
Area of all sequential standard cells -> 0.0205 mm²
Library cells used by synthesis -> 29
Capturing element type of the critical path -> primary output
Flip-flop count of the largest register, all copies and words added -> 1,024
Detail Route Antenna Nets -> 0
Worst IR drop on VDD -> 0.0721 mV
Cell occurring most often along the worst timing path -> sky130_fd_sc_hd__clkdlybuf4s50_1
First drt pass iteration count -> 6
CP Capture Point -> ReadData1[1]
Vias in the first global route -> 26.9k
CP cell instances -> clkdlybuf4s50_1, nor2_4, buf_4, a22o_1, nor3_1, a31oi_1, nand3_1, clkdlybuf4s50_1
CP max stage delay -> 700 ps
Total placed cells including tap cells -> 4,430
Final WL -> 128,000 µm
Chip area -> 0.0789 mm²
Transition time at the pin with the least slew margin -> 1060 ps
Final worst setup slack -> 1490 ps
Ys cells -> 3,445
Critical path's slowest cell -> sky130_fd_sc_hd__nor2_4
Die X-Extent -> 281 µm
Synth async-reset ratio -> 0%
Number of post-CTS setup repair buffers -> 0
Detailed-route DRC error count -> 0
Warning count from the yosys run -> 3
Hold Violations, Final -> 0
Die height -> 281 µm
Pin count of the biggest net entering global routing -> 103
Remaining global-route overflow -> 0
Register pins left without a clock -> 1,024
Gate count of the mapped netlist -> 3,445
Data required time of the critical path -> 6160 ps
Hold buffers post-CTS -> 0
Post-route clock period utilization -> 80.6%
Post-synth regs -> 1,024
Run status -> finished, final reports clean
Post-cts sizing count -> 0
Initial antenna violation count -> 6
IO Port Bufs -> 114
Starting utilization of the core area -> 50.9%
Yosys-reported design area after synthesis -> 0.0389 mm²
Largest cells by area after synthesis -> sky130_fd_sc_hd__dfxtp_1 (53%), sky130_fd_sc_hd__mux2i_1 (26%), sky130_fd_sc_hd__a22oi_1 (3.7%), sky130_fd_sc_hd__a22o_1 (2.9%), sky130_fd_sc_hd__a21oi_1 (2.5%)
Util after Layout -> 53.7%
Slew Limit Headroom -> 29.1%
Int Pwr -> 498 µW
Path type of the worst min-delay path -> input port to primary output
Post-synthesis instance area -> 0.0389 mm²
Avg Cell Area, Syn -> 11.3 µm²
Fill cell total of the finished layout -> 6,300
Global placement routability congestion -> 0.869
Total Power -> 1.16 mW
Footprint of the multi-input gates -> 0.0171 mm²
Setup-failing EPs final -> 0
Gr usage total -> 33.7%
EDFF count, synth -> 0
Top cell type by total area after synthesis -> sky130_fd_sc_hd__dfxtp_1
Worst Path Max Fanout -> 21
Critical path class -> input port to primary output
Number of pins with negative max-slew slack in the final report -> 0
Tool warning count -> 37
Area leader share -> 52.7%
First element of the critical path -> ReadReg1[2]
Post-Place Worst Slack -> 1530 ps
Count of vias placed by the detailed router -> 27.3k
Count of boundary I/O pins -> 114
Routed via count divided by cell count -> 6.17
Total net switching power -> 666 µW
Power Dens Cells -> 28.4 mW/mm²
Clock period minus final worst setup slack -> 6210 ps
Final HPWL from detailed placement -> 73,800 µm
Post-route non-filler standard cell count -> 4,434
Setup TNS -> 0 ps
Violation tally from detailed-route iteration zero -> 1,807
Floorplan core area -> 0.0765 mm²
Syn-to-layout area delta -> 5.54%
Unrepaired setup endpoints after global routing -> no
FP Rows -> 101
Post-synthesis sequential area ratio -> 52.7%
Leakage component of the power -> 17.6 nW
Dominant register cell in the synthesized netlist -> sky130_fd_sc_hd__dfxtp_1
Max Freq -> 0.161 GHz
Number of max-capacitance violations reported -> 0
Largest reg by FF count -> regloop.r1.q
First-pass GRT wire length -> 184,000 µm
Leading registers by flop count -> regloop.r1.q x1024
Leading post-synthesis cells by instance count -> sky130_fd_sc_hd__dfxtp_1 (1,024), sky130_fd_sc_hd__mux2i_1 (1,024), sky130_fd_sc_hd__nand2_1 (206), sky130_fd_sc_hd__a21oi_1 (193)
power by group through the flow:
stage	clock, mW	sequential, mW	combinational, mW
4_1_cts	0	0.0918	1.06
5_1_grt	0	0.0942	1.13
metrics by stage:
| stage | hold WS, ps | instance area, µm² |
|---|---|---|
| after floorplan | 3340 | 38900 |
| after global placement | 4400 | 41000 |
| after detailed placement | 4410 | 41000 |
| after CTS | 4410 | 41000 |
| after global routing | 4470 | 41000 |
| final | 4430 | 41000 |
per-layer routing:
layer  share of wire (%)  vias to the layer above  global-route usage (%)
li1                    -                    12400                       -
met1                  44                    13600                    50.0
met2                  44                     1215                    49.4
met3                 9.6                      193                    10.8
met4                 2.8                        8                    8.59
met5               0.057                        -                   0.375
layout by cell type (no fill, tap or decap), drive strengths merged:
master,count
buf,100
nand2b,7
nor3b,2
nand3,192
diode,4
or4,1
mux2i,1024
a22o,128
and2,34
or3,1
clkdlybuf4s50,112
nor2b,6
nor3,66
dfxtp,1024
a21oi,193
a22oi,192
or2,2
xor2,3
nor2,34
nor4,1
a31oi,64
nand2,206
xnor2,2
inv,2
ha,3
o21a,1
critical path: cells and delay by family:
kind	cells	cell delay, ps
and+or+nand+nor	3	1060
buffers and inverters	3	1470
AOI/OAI and AO/OA	2	580
final cells by class:
class | instances | share of cell area, %
Inverter | 2 | 0.0183
Antenna cell | 4 | 0.0244
Tap cell | 1030 | 3.14
Sequential cell | 1024 | 49.9
Timing Repair Buffer | 212 | 5.21
Multi-Input combinational cell | 2162 | 41.7
worst min path at each step:
stage,start,endpoint,depth (start not counted)
after global routing,ReadReg2[1],ReadData2[15],6
after CTS,ReadReg2[1],ReadData2[19],6
final,ReadReg2[1],ReadData2[15],6
cell families after synthesis:
family / count (synthesis) / share of synthesized area [%]
xor+xnor: 5 / 0.113
mux: 1024 / 26.4
flops: 1024 / 52.7
buf+inv: 259 / 4.09
compound gates: 578 / 10.1
fa+ha+maj: 3 / 0.0965
simple gates: 552 / 6.51
No activity file was given, so power comes from the tool's default toggle rates.
